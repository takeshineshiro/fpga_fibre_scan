==> design/flow/design.v <==
module register_ctrl_top(
    input                             I_sys_clk           , 
    input                             I_sys_rst           ,
    output                            O_usb_uart_tx_req   ,
    output   [7 : 0]                  O_usb_uart_tx_data  ,
    input                             I_usb_uart_tx_full  ,
    output                            O_usb_uart_rx_req   ,
    input    [7 : 0]                  I_usb_uart_rx_data  ,
    input                             I_usb_uart_rx_empty ,    
    output                            O_usb_dir           ,
    output                            O_motor_start       ,
    output                            tp                  ,
    input                             I_key_start
);
reg                                   R_usb_uart_rx_req     ;
reg                                   R_usb_uart_rx_req_d1  ;
reg                                   R_tx_en       ;
reg          [7 : 0]                  R_tx_data     ;
reg                                   R_rx_en       ;
reg          [7 : 0]                  R_rx_data     ;
reg                                   R_usb_dir     ;
reg                                   R_motor_start ;
always@(posedge I_sys_clk)
begin
    if(I_sys_rst)
        begin
            R_usb_uart_rx_req     <= 1'd0     ;
        end
    else if(I_usb_uart_rx_empty == 1'b0)        
        begin
            R_usb_uart_rx_req     <= 1'd1     ;
        end
    else
        begin
            R_usb_uart_rx_req     <= 1'd0     ;
        end
    R_usb_uart_rx_req_d1          <= R_usb_uart_rx_req;
end
always@(posedge I_sys_clk)
begin
    if(I_sys_rst)
        begin
            R_rx_en       <= 1'd0   ;
            R_rx_data     <= 8'd0  ;
        end
    else if(R_usb_uart_rx_req_d1 == 1'b1)
        begin
            R_rx_en       <= 1'd1   ;
            R_rx_data     <= I_usb_uart_rx_data  ;
        end
    else
        begin
            R_rx_en       <= 1'd0   ;
        end
end
always@(posedge I_sys_clk)
begin
    if(I_sys_rst)
        begin
            R_tx_en       <= 1'd0   ;
            R_tx_data     <= 8'd0  ;
        end
    else if(I_usb_uart_tx_full==1'b0)            
        begin
            if(I_key_start==1'b1)
                begin
                    R_tx_en       <= 1'b1  ; 
                    R_tx_data     <= 8'h55 ; 
                end
            else
                begin
                    R_tx_en       <= 1'b0  ; 
                end
        end
    else
        begin
            R_tx_en       <= 1'b0  ;
        end
end 
always@(posedge I_sys_clk)
begin
    if(I_sys_rst)
        begin
            R_usb_dir       <= 1'd0;                     
            R_motor_start   <= 1'b0;
        end
    else if(R_rx_en)
        begin
            case(R_rx_data)
                8'h00:
                    begin
                        R_usb_dir       <= 1'b0;       
                    end
                8'hff:
                    begin
                        R_usb_dir       <= 1'b1;      
                    end
                8'h02:
                    begin
                        R_motor_start   <= 1'b1;     
                    end
            endcase
        end
    else
        begin
            R_motor_start   <= 1'b0;
        end
end
assign O_usb_uart_rx_req   = R_usb_uart_rx_req;
assign O_usb_uart_tx_req   = R_tx_en  ;
assign O_usb_uart_tx_data  = R_tx_data;
assign O_usb_dir           = R_usb_dir  ;
assign O_motor_start       = R_motor_start;
assign  tp                 = R_rx_en & (&R_rx_data) & O_motor_start & O_usb_dir;
endmodule
==> design/flow/run.sh <==
#!/bin/bash
# OpenROAD 26Q1-2900-gdf79404cd8, Yosys 0.63+post, stock flow scripts
make -C /OpenROAD-flow-scripts/flow DESIGN_CONFIG=/design/flow/config.mk WORK_HOME=/design/flow/orfs finish
==> design/flow/config.mk <==
export PLATFORM = sky130hd
export DESIGN_NAME = register_ctrl_top
export DESIGN_NICKNAME = register_ctrl_top
export VERILOG_FILES = /design/flow/design.v
export SDC_FILE = /design/flow/constraint.sdc
export NUM_CORES = 4
export LEC_CHECK = 1
export CORE_AREA = 10 10 70 70
export DIE_AREA = 0 0 80 80
==> design/flow/constraint.sdc <==
current_design register_ctrl_top

set clk_period 2.2
set clk_io_pct 0.2

create_clock -name clk0 -period $clk_period [get_ports {I_sys_clk}]

set non_clock_inputs [all_inputs -no_clocks]
set_input_delay [expr $clk_period * $clk_io_pct] -clock clk0 $non_clock_inputs
set_output_delay [expr $clk_period * $clk_io_pct] -clock clk0 [all_outputs]
==> run notes <==
run results: outcome finished clean, path type of the worst setup path register to primary output, slowest stage cell, crit path clkdlybuf4s50_1, number of unique standard cell types used by synthesis 21, count of final setup violators 0, final critical-path required period approximately 2100 ps, initial antenna violation count 0, total leakage power between 0.3 and 0.4 nW, vias in the first global route ~440, number of inserted filler cells in the final layout 372, number of endpoints with negative hold slack in the final report 0, Critical R2R Capture R_usb_dir, Logic pwr share 0.119, switch share 0.223, cell with the most instances after synthesis dfxtp_1, starting density of the core 0.177, number of levels in the clock H-tree 1, area growth from synthesis to layout 41.3%, area share, top type 0.498, all-layer global routing usage 0.0369, leading cell types by count after synthesis 15 x dfxtp_1, 10 x nor2_1, 8 x mux2i_1, Hold Buf Count CTS 0, number of DRC violations after detailed-routing iteration 0 12, total overflow reported by the global router 0, count of inserted antenna diode cells 0, number of synthesized flops with an enable pin 0, capture point of the critical path tp, number of buffers on the longest clock path 2, main flop type after synthesis dfxtp_1, peak fanout along the critical path 3, number of detailed-route iterations in the first pass 4, worst min path class register to register, final core utilization 0.249, fraction of final layout cells sized beyond drive strength 1 0.0759, cell count after synthesis around 60, cell count in the Yosys report roughly 60, final worst clock skew 3.20 ps, Clock Sink Count 15, Avg Vias per Cell roughly 3.4, post-synthesis sequential area ratio 0.498, synthesis warning total 1, Total Wirelength between 1 and 1.5 mm, clock-pin slew of the registers on the worst-case setup and hold paths ~90 ps, cell at the root of the clock tree clkbuf_4, Async SR Flop Fraction 0, routed length per placed instance around 11 um, startpoint of the most critical register-to-register path R_rx_data[2], crit-path max cell delay 460 ps, Vert. Die Dim around 80 um, Chip Area, Yosys 603 um2, required time of the critical path between 1500 and 2000 ps, floorplan core area around 3400 um2, critical-path cell list nand4_1, nor3_2, and3_1, clkdlybuf4s50_1, antenna violation net count after detailed routing 0, Crit. End Element primary output, DR vias 430, fin crit share 0.949, sum of internal, switching and leakage power approximately 0.0005 W, Worst setup SP type register, flip-flop and latch count after synthesis 15, clock tree from TritonCTS done, Sequential Power Share 0.581, proportion of power drawn by the clock network 0.300, cells on worst reg2reg path 3, final sum of negative setup slack 0 ps, Die X-Extent ~80 um, DIE AREA about 6400 um2, global-route wire length before repair 1.97 mm, Worst Tran Pin Value roughly 500 ps, HPWL after DPL 1.13 mm, number of clock buffers inserted by TritonCTS 3, PwrDens approximately 600 nW/um2, Synth Cell Area around 600 um2, DRC violations left 0, largest net degree at the start of global routing 15, worst path arrival time 1650 ps, tool warning count 25, Max VDD drop a little under 0.1 mV, number of buffers added on ports 21, switching power 0.000114 W, Slew Limit Headroom 0.664, cell type with the largest total area dfxtp_1, main area contributors dfxtp_1 50%, mux2i_1 13%, buf_4 8.7%, clock network latency to the later pin of the worst-skew pair 270 ps, placement row count 21, final weighted congestion in routability-driven placement just under 0.7, Max Freq 0.479 GHz, average footprint of a synthesized cell roughly 10 um2, Top Ports 26, R2R setup slack around 1100 ps, setup repair after global routing missed its margin false, Max-Cap Viols 0, fin. max-slew vios 0, cell-internal power a little under 0.0004 W, Setup crit start R_rx_data[2]
==> logic make-up (layout without fill, tap and decap cells) <==
kind of cell / after synthesis / after routing / share of synthesized area
other cells: 1 / 4 / 0.00622
compound gates: 4 / 4 / 0.0498
mux: 8 / 8 / 0.133
buf+inv: 12 / 28 / 0.120
simple gates: 20 / 20 / 0.193
flops: 15 / 15 / 0.498
==> critical path: cells and delay by family (launching register included) <==
family	cells	cell delay, ps
buffers and inverters	1	460
DFF	1	410
and+or+nand+nor	3	500
==> registers in the layout, indices dropped and copies added (netlist names) <==
register / cells
O_usb_uart_tx_data: 1
R_usb_uart_rx_req: 1
R_motor_start: 1
R_rx_data: 8
R_usb_dir: 1
R_usb_uart_rx_req_d1: 1
R_rx_en: 1
R_tx_en: 1
==> worst min-delay path by stage <==
stage | from | end | slack (ps) | cells after the start
CTS | R_usb_uart_rx_req | R_usb_uart_rx_req_d1 | 360 | 0
global route | R_usb_uart_rx_req | R_usb_uart_rx_req_d1 | 380 | 0
finish | R_usb_uart_rx_req | R_usb_uart_rx_req_d1 | 360 | 0
==> power by group through the flow <==
stage | Combinational [W] | Clock (W) | Sequential, W
4_1_cts | 0.0000629 | 0.000160 | 0.000297
5_1_grt | 0.0000671 | 0.000172 | 0.000299
6_report | 0.0000610 | 0.000153 | 0.000297
==> final cells by class <==
class	count	area, um2	area share
inverters	3	11.3	0.0132
clock buffers	4	26.3	0.0308
multi-input cells	36	246	0.289
well taps	46	57.6	0.0675
repair buffers	21	210	0.247
flip-flops and latches	15	300	0.352
==> cell usage in the layout, fill, tap and decap left out, types with 3 or more instances in the layout <==
cell,n
clkdlybuf4s50_1,21
mux2i_1,8
inv_1,3
dfxtp_1,15
clkbuf_4,3
conb_1,4
nor2_1,10
==> per-layer routing <==
layer | up-vias | wire length [um] | track usage
met5 | - | 0 | 0
met4 | 0 | 30 | 0.0106
met3 | 2 | 80 | 0.0114
met2 | 10 | 664 | 0.0650
met1 | 190 | 548 | 0.0415
li1 | 228 | - | -
==> per-stage QoR <==
step	setup slack [ps]	cell area [um2]	hold slack (ps)	instances
after detailed placement	359	821	349	121
final	111	852	360	125
after CTS	42.2	847	363	125
after global routing	23.9	852	377	125
after floorplan	958	614	310	63
after global placement	389	821	344	121
==> what timing repair did <==
action	4_1_cts	5_1_grt
setup buffers	0	0
endpoints found under the setup margin	0	1
gates resized	0	1
endpoints found under the hold margin	0	0
Power is estimated from default activity; no workload was simulated.
